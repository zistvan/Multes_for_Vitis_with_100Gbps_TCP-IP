===== design/flow/constraint.sdc =====
current_design muu_HT_Read

set clk_period 24.5
set clk_io_pct 0.2

create_clock -name clk0 -period $clk_period [get_ports {clk}]

set non_clock_inputs [all_inputs -no_clocks]
set_input_delay [expr $clk_period * $clk_io_pct] -clock clk0 $non_clock_inputs
set_output_delay [expr $clk_period * $clk_io_pct] -clock clk0 [all_outputs]

===== design/flow/design.v =====
module muu_HT_Read #(
	parameter KEY_WIDTH = 128,
	parameter META_WIDTH = 96,
	parameter HASHADDR_WIDTH = 64,
    parameter MEMADDR_WIDTH = 21,
    parameter USER_BITS = 3
	)
    (
	input wire         clk,
	input wire         rst,
	input  wire [KEY_WIDTH+META_WIDTH+HASHADDR_WIDTH+USER_BITS-1:0] input_data,
	input  wire         input_valid,
	output wire         input_ready,
	input  wire [KEY_WIDTH+META_WIDTH+HASHADDR_WIDTH+USER_BITS-1:0] feedback_data,
	input  wire         feedback_valid,
	output wire         feedback_ready,
	output reg [KEY_WIDTH+META_WIDTH+HASHADDR_WIDTH+USER_BITS-1:0] output_data,
	output reg         output_valid,
	input  wire         output_ready,
	output reg [31:0] rdcmd_data,
	output reg         rdcmd_valid,
	input  wire         rdcmd_ready
);
localparam [7:0]
	OPCODE_SETUPPEER  = 17,
	OPCODE_ADDPEER    = 18,
	OPCODE_REMOVEPEER = 19,
	OPCODE_SETLEADER  = 20,
	OPCODE_SETCOMMITCNT  = 25,
	OPCODE_SETSILENCECNT = 26,
	OPCODE_SETHTSIZE     = 27,
	OPCODE_TOGGLEDEAD = 28,
	OPCODE_SYNCDRAM = 29,
	OPCODE_READREQ    = 0,
	OPCODE_WRITEREQ   = 1,
	OPCODE_PROPOSAL   = 2,
	OPCODE_ACKPROPOSE = 3,
	OPCODE_COMMIT     = 4,
	OPCODE_SYNCREQ    = 5,
	OPCODE_SYNCRESP   = 6,
	OPCODE_SYNCCOMMIT = 7,
	OPCODE_UNVERSIONEDWRITE = 31,		
	OPCODE_UNVERSIONEDDELETE = 47,
	OPCODE_READCONDITIONAL = 64,
    OPCODE_FLUSHDATASTORE = 255,
	OPCODE_DELWRITEREQ   = 32 + 1,
	OPCODE_DELPROPOSAL   = 32 + 2,
	OPCODE_DELACKPROPOSE = 32 + 3,
	OPCODE_CUREPOCH   = 8,
	OPCODE_NEWEPOCH   = 9,
	OPCODE_ACKEPOCH   = 10,
	OPCODE_SYNCLEADER = 11;
localparam [3:0] 
	HTOP_IGNORE = 0,
	HTOP_GET = 1,
	HTOP_SETNEXT = 2,
	HTOP_DELCUR = 3,	
	HTOP_FLIPPOINT = 4,
	HTOP_SETCUR = 5,
	HTOP_GETRAW = 6,
	HTOP_IGNOREPROP = 7,
	HTOP_GETCOND = 8,
	HTOP_FLUSH = 4'hF,  
	HTOP_PRE_INCR = 13,  
	HTOP_PRE_DECR = 14,  
	HTOP_SCAN = 9,
	HTOP_SCANCOND = 10;
    reg selectInputNext;
    reg selectInput;  
	localparam [2:0]
		ST_IDLE   = 0,
        ST_ISSUE_READ_ONE = 1,
		ST_ISSUE_READ_TWO = 2,
		ST_OUTPUT_KEY  = 3;
	reg [2:0] state;    
    wire[HASHADDR_WIDTH+KEY_WIDTH+META_WIDTH+USER_BITS-1:0] in_data;
    wire in_valid;
    reg in_ready;
    wire[HASHADDR_WIDTH-1:0] hash_data;
    wire [USER_BITS-1:0] curr_user;
    assign in_data = (selectInput==1) ? input_data : feedback_data;
    assign in_valid = (selectInput==1) ? input_valid : feedback_valid;
    assign input_ready = (selectInput==1) ? in_ready : 0;
    assign feedback_ready = (selectInput==1) ? 0 : in_ready;
    assign curr_user = (selectInput==1) ? input_data[KEY_WIDTH+META_WIDTH+USER_BITS-1:KEY_WIDTH+META_WIDTH] : feedback_data[KEY_WIDTH+META_WIDTH+USER_BITS-1:KEY_WIDTH+META_WIDTH]; 
    assign hash_data = (selectInput==1) ? input_data[KEY_WIDTH+META_WIDTH+USER_BITS+HASHADDR_WIDTH-1:KEY_WIDTH+META_WIDTH+USER_BITS] : feedback_data[KEY_WIDTH+META_WIDTH+USER_BITS+HASHADDR_WIDTH-1:KEY_WIDTH+META_WIDTH+USER_BITS];    
    wire[MEMADDR_WIDTH-1:0] addr1;    
    wire[MEMADDR_WIDTH-1:0] addr2;    
    assign addr1 = hash_data[0 +: HASHADDR_WIDTH/2];
    assign addr2 = hash_data[HASHADDR_WIDTH/2 +: HASHADDR_WIDTH/2];
    always @(posedge clk) begin
    	if (rst) begin
    		selectInput <= 1;
    		selectInputNext <= 0;    		
    		state <= ST_IDLE;
    		in_ready <= 0;
    		rdcmd_valid <= 0;
    		output_valid <= 0;    		
    	end
    	else begin
    		if (rdcmd_ready==1 && rdcmd_valid==1) begin
    			rdcmd_valid <= 0;
    		end
    		if (output_ready==1 && output_valid==1) begin
    			output_valid <= 0;
    		end
            in_ready <= 0;
    		case (state)    		
    			ST_IDLE : begin
    				if (output_ready==1 && rdcmd_ready==1) begin
    					selectInput <= selectInputNext;
    					selectInputNext <= ~selectInputNext;
    					if (selectInputNext==1 && feedback_valid==1) begin
    						selectInput <= 0;
    						selectInputNext <= 1;    						
                            state <= ST_ISSUE_READ_ONE;     
    					end else if (selectInputNext==1 && input_valid==1) begin
                            state <= ST_ISSUE_READ_ONE;                         
                        end
    					if (selectInputNext==0 && input_valid==1 && feedback_valid==0) begin
    						selectInput <= 1;
    						selectInputNext <= 0;    		                            				
                            state <= ST_ISSUE_READ_ONE;                         
    					end else if (selectInputNext==0 && feedback_valid==1) begin
    						state <= ST_ISSUE_READ_ONE;    						
    					end    					
    				end
    			end
    			ST_ISSUE_READ_ONE: begin    			
                    state <= ST_ISSUE_READ_TWO;                      
                    output_data <= in_data;                  
                    if (in_data[KEY_WIDTH+META_WIDTH-8 +: 4]==HTOP_IGNORE || in_data[KEY_WIDTH+META_WIDTH-8 +: 4]==HTOP_IGNOREPROP) begin
                        in_ready <= 1; 
                        state <= ST_OUTPUT_KEY;       
                    end else begin			                        
        				   rdcmd_data[MEMADDR_WIDTH-1:0] <= {curr_user, addr1[MEMADDR_WIDTH-USER_BITS-1:0]};
    					   rdcmd_valid <= 1;
                           rdcmd_data[31:MEMADDR_WIDTH] <= 0;    				    
                    end
    			end
                ST_ISSUE_READ_TWO: begin       
                    if (rdcmd_ready==1) begin         
                        state <= ST_OUTPUT_KEY;                      
                        in_ready <= 1;  
                        rdcmd_data[MEMADDR_WIDTH-1:0] <= {curr_user, addr2[MEMADDR_WIDTH-USER_BITS-1:0]};
                        rdcmd_valid <= 1;
                        rdcmd_data[31:MEMADDR_WIDTH] <= 0;                                                                           
                    end
                end
    			ST_OUTPUT_KEY: begin
    				if (output_ready==1) begin
                        output_valid <= 1;
                        state <= ST_IDLE;
    				end
    			end
    		endcase
    	end
    end
    endmodule

===== design/flow/config.mk =====
export PLATFORM = sky130hd
export DESIGN_NAME = muu_HT_Read
export DESIGN_NICKNAME = muu_HT_Read
export VERILOG_FILES = /design/flow/design.v
export SDC_FILE = /design/flow/constraint.sdc
export NUM_CORES = 4
export LEC_CHECK = 1
export CORE_AREA = 10 10 374 374
export DIE_AREA = 0 0 384 384

===== design/flow/run.sh =====
#!/bin/bash
# OpenROAD 26Q1-2900-gdf79404cd8, Yosys 0.63+post, stock flow scripts
make -C /OpenROAD-flow-scripts/flow DESIGN_CONFIG=/design/flow/config.mk WORK_HOME=/design/flow/orfs finish

==> results.ini <==
[outcome]
run_status=completed

[final_layout]
final_cell_mix=clkdlybuf4s50_1, edfxtp_1, mux2_2, clkbuf_16, conb_1
area_delta_synth_final_pct=91.3
drive_gt1_frac=0.230
layout.cells.most_common=clkdlybuf4s50_1

[global_routing]
overflow=0
grt_pass1_wl_mm=123
grt_pass1_vias=11200
antenna_found_initial=45
track_usage=0.132
grt_max_degree=107

[setup_path]
cp-end-kind=flop
worst-path-stages=5
reg2reg_slack_ns=20.85
r2r_start=selectInput
max_stage_delay_ns=0.69
arrival_ns=7.90
crit_path_cell_trace=clkdlybuf4s50_1, nand2b_1, inv_8, buf_4, buf_4
cp_max_fo=83
critPathTopFamily=buffers and inverters
crit_start=rst
r2r_cells=4
reg2reg_to=output_data[58]
worstPathRequired_ns=24.70
crit_path_frequent_cell=buf_4
critPathCapture=output_data[114]
slowest_stage=buf_4
path_class=in -> reg
critPathBufInv=4
start_kind=input port

[yosys]
netlist_area_sq_mm=0.0135
adder_share=0
edf_count=312
top_logic_kind=multiplexers
top_cells_by_area=edfxtp_1, mux2_2, dfxtp_1
synthAoiAreaFrac=0.00556
ys_cells=709
syn_inst=709
top_area_cell=edfxtp_1
synth-simple-area-share=0.00759
ys.flops=321
synthMuxAreaShare=0.260
ys_seq_frac=0.707
synth_top_area_share=0.693
synth.cellmix.xorXnorShare=0
async_flop_share=0
synth_warnings=1
ff_type=edfxtp_1
yosysUniqueCellTypes=30
avgSynthCellArea_sq_um=19.1
yosys_area_sq_mm=0.0135

[route]
routedWlPerCell_um=29.4
routed_via_density=3.07
wirelength_mm=100
ant_nets=0
initialDrtViolationCount=437
drc=0
route.vias.total=10500
dr.pass1.iters=6

[final_timing]
final.setup.worst_slack_ns=16.80
setup_tns_ns=0
rsz0062_at_grt=false
finalSetupViolCount=0
relSlewSlack=0.463
hold_viol=0
worst_pin_slew_ns=0.806
finalCritPeriodShare=0.314
drv_slew=0
max_freq_mhz=130
skew_ns=0.0217
final.min_clock_period_ns=7.70

[placement]
pre_cts_slack_ns=16.21
portBuffers=903
dp_hpwl_mm=87.5
gp_congestion=0.903

[clocking]
clk_path_buf_depth=3
cts_resized=0
ctsHtreeMaxLevel=2
numCtsBuffers=38
ctsHoldBuffers=0
cts_tree=done
clk_latency_ns=0.58
cts-root-buf=clkbuf_16
clk_pin_slew_ns=0.06
post_cts_buffers=0
cts_sinks=321

[power]
ir_drop_mv=0.0372
power.density_mw_per_mm2=54.5
p_leak_nw=8.46
total_power_mw=1.41

[die]
rows=133
core_area_sq_mm=0.132
fp.dieArea_sq_mm=0.147
ios=915
fp_util=0.103
die_w_um=384
die_h_um=384

[worst_hold_path]
worstHoldPathType=reg -> reg

[flow_run]
warning_count=28
cap_violations=0

power by group:
| group | internal [mW] | switching (mW) |
|---|---|---|
| sequential | 0.619 | 0.00549 |
| combinational | 0.139 | 0.0812 |
| clock | 0.319 | 0.244 |
cells in the mapped netlist, drive strengths merged, types with 2 or more instances:
cell / count
dfxtp: 9
nand2b: 3
clkbuf: 3
a31oi: 2
mux2i: 2
nand2: 2
nor2: 4
mux2: 309
buf: 44
nor3: 3
edfxtp: 312
o21ai: 2
worst min-delay path by stage:
stage,depth (start not counted),to
4_1_cts,2,flop
5_1_grt,2,flop
6_report,2,flop
flip-flops by register name (all words and copies together), names as in the netlist, named ones only:
| name | flops |
|---|---|
| output_data | 291 |
| in_ready | 1 |
| state | 4 |
| selectInput | 1 |
| rdcmd_data | 21 |
| rdcmd_valid | 1 |
| selectInputNext | 1 |
final cells by class:
type | count | area (sq um)
antenna | 10 | 25.0
clock buffer | 43 | 970
clock inverter | 22 | 220
fill | 14000 | 106000
tap | 1755 | 2200
timing repair buffer | 913 | 9130
multi-input combinational | 350 | 3740
sequential | 321 | 9550
inverter | 1 | 11.3
kinds of logic after synthesis:
group | Yosys count
compound gates | 10
other cells | 1
mux | 311
flops | 321
simple gates | 18
buf+inv | 48
worst reg2reg max path: cells and delay by family (launching register included):
kind	cells	cell delay, ns
buffers and inverters	3	2.24
DFF	1	0.68
muxes	1	0.48
metal layers:
metal  track usage  vias up  wire (um)
met2         0.214      656      47500
met5             0        -        321
met3        0.0778      128      12900
met1         0.156     5026      38100
met4        0.0149       50       1610
li1              -     4624          -
metrics by stage:
stage	utilization	instances	hold WS, ns	cell area, sq um
final	0.196	3415	0.495	25800
after global routing	0.196	3405	0.518	25800
after CTS	0.196	3405	0.497	25800
after detailed placement	0.187	3340	0.484	24600
after global placement	0.187	3340	0.481	24600
after floorplan	-	719	0.437	13500
Power and IR drop assume default switching activity.
