<file path="run.sh">
#!/bin/bash
# OpenROAD 26Q1-2900-gdf79404cd8, Yosys 0.63+post, stock flow scripts
make -C /OpenROAD-flow-scripts/flow DESIGN_CONFIG=/design/flow/config.mk WORK_HOME=/design/flow/orfs finish
</file>
<file path="config.mk">
export PLATFORM = sky130hd
export DESIGN_NAME = ipcore_user_processing
export DESIGN_NICKNAME = ipcore_user_processing
export VERILOG_FILES = /design/flow/design.v
export SDC_FILE = /design/flow/constraint.sdc
export NUM_CORES = 4
export LEC_CHECK = 1
export CORE_AREA = 10 10 592 592
export DIE_AREA = 0 0 602 602
</file>
<file path="constraint.sdc">
current_design ipcore_user_processing

set clk_period 18.3
set clk_io_pct 0.2

create_clock -name clk0 -period $clk_period [get_ports {aclk}]

set non_clock_inputs [all_inputs -no_clocks]
set_input_delay [expr $clk_period * $clk_io_pct] -clock clk0 $non_clock_inputs
set_output_delay [expr $clk_period * $clk_io_pct] -clock clk0 [all_outputs]
</file>
<file path="design.v">
module ipcore_user_processing (
	input wire aclk,
	input wire aresetn,
	input wire [512-1:0]  in_word_tdata,
	input wire         in_word_tvalid,
	input wire         in_word_tlast,
	output wire         in_word_tready,
	input wire [512-1:0]  parameter_tdata,
	input wire         parameter_tvalid,
	input wire         parameter_tlast,
	output wire         parameter_tready,
	output reg [512-1:0]  out_word_tdata,
	output reg         out_word_tvalid,
	output reg         out_word_tlast,
	input wire         out_word_tready,
	output reg [0:0]  drop_decision_tdata,
	output reg         drop_decision_tvalid,
	output reg         drop_decision_tlast,
	input wire         drop_decision_tready 
	);
localparam [1:0] 
	ST_WAIT_PARAM = 0,
	ST_WAIT_LAST = 1,
	ST_DECISION = 2;
reg[1:0] state;
assign in_word_tready = (state==ST_WAIT_LAST) ? out_word_tready : 0;
assign parameter_tready = (state==ST_DECISION) ? drop_decision_tready : 0;
always @(posedge aclk ) begin 
	if(~aresetn) begin
		state <= ST_WAIT_PARAM;
		out_word_tvalid <= 0;
		drop_decision_tvalid <= 0;
	end else begin
		if (out_word_tvalid==1 && out_word_tready==1) begin
			out_word_tvalid <= 0;
		end
		if (drop_decision_tvalid==1 && drop_decision_tready==1) begin
			drop_decision_tvalid <=0;
		end
		case (state)
			ST_WAIT_PARAM : begin	
				if (parameter_tvalid==1) begin
					state <= ST_WAIT_LAST;
				end
			end
			ST_WAIT_LAST: begin
				if (in_word_tvalid==1 && in_word_tready==1) begin
					out_word_tvalid <= 1;
					out_word_tlast <= in_word_tlast;
					out_word_tdata[15:0] <= in_word_tdata[15:0];
					out_word_tdata[511:16] <= in_word_tdata[511-16:0];
					if (in_word_tlast==1) begin
						state <= ST_DECISION;
					end
				end
			end
			ST_DECISION: begin
				if (drop_decision_tvalid==0) begin
					drop_decision_tvalid <= 1;
					drop_decision_tlast <= 1;
					drop_decision_tdata <= 0;			
				end
				if (drop_decision_tvalid==1 && drop_decision_tready==1) begin
					state <= ST_WAIT_PARAM;
				end
			end
			default :  ;
		endcase
	end
end
endmodule
</file>
==> Slide: Implementation Results <==
Key Metrics from the Run

Place
  – DP Worst Slack: 9.30 ns
  – GPL Wtd Cong: 0.850
  – IO Port Bufs: 1,019
  – DP HPWL: 167 mm

STA
  – Setup_tns: 0 ns
  – Slew headroom: 38.8%
  – PnR worst setup slack: 9.48 ns
  – Fmax: 0.113 GHz
  – Final worst path period need: 8.82 ns
  – Worst-Margin Slew: 0.918 ns
  – RSZ-0062 raised after global routing: false
  – Hold Vio Cnt, Final: 0
  – # setup viols final: 0
  – Final period util: 48.2%
  – Clock skew: 0.0594 ns
  – Slew Viols, Final: 0

Global route
  – Gr busiest metal: met2
  – Vias in the first global route: 11.8k
  – Largest net degree at the start of global routing: 72
  – GRT Total Usage: 10.0%
  – Met3 Track Usage GR: 10.9%
  – GRT overflow: 0
  – GR Layer Usage met1: 8.75%
  – Met2 global-route usage: 16.0%
  – First-pass GRT wire length: 212 mm
  – Initial antenna violation count: 234

Min path
  – Hold Path Cell Cnt: 2
  – Hold path endpoint: state[0]
  – Min-Delay Path Class: register to register
  – Hold path startpoint: state[0]

Detailed routing
  – WL final: 184 mm
  – Drt pass-1 iters: 5
  – 1st-iter DRT viols: 608
  – DR vias/cell: 1.85
  – Vias: 11.5k
  – Wire length per cell: 29.7 um
  – DRC Markers: 0
  – Final antenna-violating net count: 0

Yosys
  – Avg Cell Area, Syn: 28.3 um^2
  – Synthesis Warnings: 1
  – Yosys stat area: 0.0153 mm^2
  – Cell total in the yosys stat output: 539
  – Synth Seq Share: 98.4%
  – Synthesized instance count: 539
  – Distinct lib cells: 15
  – Mapped Area: 0.0153 mm^2
  – Registers, synthesis: 502

Clock network
  – CTS tree: built
  – Clock transition at the registers of the reported paths: 0.05 ns
  – Num Clock Sinks: 502
  – Hold buffers post-CTS: 0
  – Setup Fix Bufs, Post-CTS: 0
  – H-Tree Depth: 3
  – Longest Clk Path Bufs: 4
  – Clock root buffer: clkbuf_16
  – Post-CTS resize count: 0
  – Clk latency late pin: 0.79 ns
  – CTS Buf Count: 75

Setup path
  – FF-to-FF End: out_word_tdata[308]
  – Largest fanout on the critical path: 4
  – Arrival time worst endpoint: 5.16 ns
  – R2R cell count: 5
  – Crit. End Element: output port
  – Crit path launch type: primary input
  – CP Class: primary input to output port
  – CP required: 14.64 ns
  – Reg2reg setup slack: 14.71 ns
  – RR Startpoint: state[2]

Cells and area
  – Layout cells sized above 1: 7.09%
  – Number of fill cells: 38.3k
  – Area delta synth->final: 119%

Floorplanning
  – Fp_density: 4.53%
  – Die area: 0.362 mm^2
  – IO Count: 1,551
  – Core footprint: 0.337 mm^2
  – Die Ht: 602 um
  – Std cell rows: 213
  – Die X: 602 um

Flow run
  – Tool warnings: 554
  – Max Cap Viol: 0

Outcome
  – Outcome: complete, no violations

Power
  – Max VDD drop: 0.0627 mV
  – Leakage: 9.76 nW
  – PD cells: 87.3 mW/mm^2
## Yosys cell counts
library cell  instances  area (um^2)
a21oi_1               1         5.00
a21boi_0              2         15.0
edfxtp_1            497        14900
nand2_1               1         3.75
conb_1                2         7.51
o21ai_0               1         5.00
and3_1                1         6.26
o21ai_1               1         5.00
o21a_1                1         7.51
and4_1                1         8.76
dfxtp_1               5          100
nand2b_1              2         12.5
and2_1                2         12.5
buf_4                18          135
nand3_1               4         20.0
## routing by layer
metal  vias to the layer above  wire [um]
met4                        24       5750
met5                         -        148
met3                       533      42700
li1                       4373          -
met1                      5342      52600
met2                      1202      83100
## worst max path at each step
stage	from	to	slack, ns
4_1_cts	drop_decision_tready	parameter_tready	9.30
5_1_grt	drop_decision_tready	parameter_tready	9.29
6_report	drop_decision_tready	parameter_tready	9.48
## layout make-up
| cell class | instances | area (um^2) | share of cell area (%) |
|---|---|---|---|
| well taps | 4515 | 5650 | 16.9 |
| clock inverters | 44 | 442 | 1.32 |
| multi-input cells | 19 | 114 | 0.340 |
| flip-flops and latches | 502 | 15000 | 44.9 |
| clock buffers | 84 | 1930 | 5.77 |
| repair buffers | 1029 | 10300 | 30.7 |
| diodes | 13 | 32.5 | 0.0972 |
## flip-flops by register name (all words and copies together) (netlist names)
| name | flops |
|---|---|
| drop_decision_tvalid | 1 |
| out_word_tdata | 496 |
| out_word_tlast | 1 |
| out_word_tvalid | 1 |
| state | 3 |
## through the flow
stage,std cells,hold slack (ns),total power [mW],util [%],area [um^2]
2_1_floorplan,539,0.442,1.33,-,15300
3_3_place_gp,6065,0.477,1.50,9.22,31100
3_5_place_dp,6065,0.473,1.50,9.22,31100
4_1_cts,6193,0.487,2.99,9.93,33400
5_1_grt,6197,0.519,3.03,9.93,33400
6_report,6206,0.488,2.92,9.94,33500
## worst max-delay path, stage by stage
cell and delay, ns:
clkdlybuf4s50_1 0.53, and2_1 0.14, clkdlybuf4s50_1 0.81
## layout by cell type (no fill, tap or decap), types with 2 or more instances in the layout
| cell type | synthesis | final |
|---|---|---|
| clkdlybuf4s50_1 | 0 | 1019 |
| edfxtp_1 | 497 | 497 |
| clkbuf_16 | 0 | 76 |
| diode_2 | 0 | 13 |
| clkinv_1 | 0 | 12 |
| buf_4 | 18 | 10 |
| clkinv_2 | 0 | 9 |
| clkbuf_1 | 0 | 8 |
| clkinvlp_4 | 0 | 7 |
| bufinv_16 | 0 | 7 |
| inv_6 | 0 | 5 |
| dfxtp_1 | 5 | 5 |
| nand3_1 | 4 | 4 |
| nand2b_1 | 2 | 2 |
| a21boi_0 | 2 | 2 |
| and2_1 | 2 | 2 |
| conb_1 | 2 | 2 |
| clkinv_4 | 0 | 2 |
## power breakdown
group	switching [mW]	internal [mW]	total, mW
logic	0.0605	0.118	0.179
clock network	0.593	0.859	1.45
registers	0.00569	1.29	1.29
## cells by family (layout without fill, tap and decap cells)
| kind of cell | count (synthesis) | after routing | share of synthesized area, % |
|---|---|---|---|
| compound gates | 6 | 6 | 0.246 |
| buf+inv | 18 | 1157 | 0.885 |
| other cells | 2 | 15 | 0.0492 |
| simple gates | 11 | 11 | 0.418 |
| flops | 502 | 502 | 98.4 |
Power figures rest on the tool's default switching activity, not on a simulated workload.
