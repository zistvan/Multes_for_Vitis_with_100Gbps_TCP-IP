File: ./config.mk
export PLATFORM = sky130hd
export DESIGN_NAME = muu_RequestSplit512
export DESIGN_NICKNAME = muu_RequestSplit512
export VERILOG_FILES = /design/flow/design.v
export SDC_FILE = /design/flow/constraint.sdc
export NUM_CORES = 4
export LEC_CHECK = 1
export CORE_AREA = 10 10 517 517
export DIE_AREA = 0 0 527 527
File: ./constraint.sdc
current_design muu_RequestSplit512

set clk_period 55.0
set clk_io_pct 0.2

create_clock -name clk0 -period $clk_period [get_ports {clk}]

set non_clock_inputs [all_inputs -no_clocks]
set_input_delay [expr $clk_period * $clk_io_pct] -clock clk0 $non_clock_inputs
set_output_delay [expr $clk_period * $clk_io_pct] -clock clk0 [all_outputs]
File: ./design.v
module muu_RequestSplit512 #(	
	parameter NET_META_WIDTH = 64,
	parameter VALUE_WIDTH = 512,
	parameter SPECIAL_ARE_UPDATES = 1,
	parameter USER_BITS = 3,
	parameter OPS_META_WIDTH = 56+32+8
)
(
	input wire         clk,
	input wire         rst,
	input  wire [511+64:0] 		s_axis_tdata,
	input  wire         		s_axis_tvalid,
	input  wire [USER_BITS-1:0] s_axis_tuserid,
	input  wire					s_axis_tlast, 
	output wire         		s_axis_tready,
	output reg [63:0]  key_data,
	output reg     	key_valid,
	output reg         key_last,
	input  wire         key_ready,
	output reg [NET_META_WIDTH+OPS_META_WIDTH+USER_BITS-1:0]  meta_data,
	output reg         meta_valid,
	input  wire         meta_ready,
	output reg [VALUE_WIDTH-1:0] value_data,
	output reg         value_valid,
	output reg [15:0]  value_length,
	output reg         value_last,
	input  wire         value_ready,
	input wire 			value_almost_full,
	output reg [3:0]   _debug
);
localparam [7:0]
	OPCODE_SETUPPEER  = 17,
	OPCODE_ADDPEER    = 18,
	OPCODE_REMOVEPEER = 19,
	OPCODE_SETLEADER  = 20,
	OPCODE_SETCOMMITCNT  = 25,
	OPCODE_SETSILENCECNT = 26,
	OPCODE_SETHTSIZE     = 27,
	OPCODE_TOGGLEDEAD = 28,
	OPCODE_SYNCDRAM = 29,
	OPCODE_READREQ    = 0,
	OPCODE_WRITEREQ   = 1,
	OPCODE_PROPOSAL   = 2,
	OPCODE_ACKPROPOSE = 3,
	OPCODE_COMMIT     = 4,
	OPCODE_SYNCREQ    = 5,
	OPCODE_SYNCRESP   = 6,
	OPCODE_SYNCCOMMIT = 7,
	OPCODE_UNVERSIONEDWRITE = 31,		
	OPCODE_UNVERSIONEDDELETE = 47,
	OPCODE_READCONDITIONAL = 64,
    OPCODE_FLUSHDATASTORE = 255,
	OPCODE_DELWRITEREQ   = 32 + 1,
	OPCODE_DELPROPOSAL   = 32 + 2,
	OPCODE_DELACKPROPOSE = 32 + 3,
	OPCODE_CUREPOCH   = 8,
	OPCODE_NEWEPOCH   = 9,
	OPCODE_ACKEPOCH   = 10,
	OPCODE_SYNCLEADER = 11;
localparam [3:0] 
	HTOP_IGNORE = 0,
	HTOP_GET = 1,
	HTOP_SETNEXT = 2,
	HTOP_DELCUR = 3,	
	HTOP_FLIPPOINT = 4,
	HTOP_SETCUR = 5,
	HTOP_GETRAW = 6,
	HTOP_IGNOREPROP = 7,
	HTOP_GETCOND = 8,
	HTOP_FLUSH = 4'hF,  
	HTOP_PRE_INCR = 13,  
	HTOP_PRE_DECR = 14,  
	HTOP_SCAN = 9,
	HTOP_SCANCOND = 10;
reg ERRCHECK = 1;
localparam [2:0]
	ST_IDLE   = 0,
	ST_META = 1,
	ST_META2 = 2,
	ST_KEY  = 3,
	ST_VALUE  = 4,
	ST_DROP_FIRST = 5,
	ST_DROP_REST = 6;
reg [2:0] state;
reg [7:0] opcode;
wire [7:0] opcode_i;
reg [7:0] peerid;
reg [7:0] keylen;
reg [15:0] loadlen;
wire [15:0] vallen;
wire [15:0] vallenx8;
reg [15:0] valleft;
reg [7:0] partialpos = VALUE_WIDTH/64;
reg [63:0] net_meta;
reg [USER_BITS-1:0] userid;
wire readyfornew;
wire outready;
assign outready = meta_ready & key_ready & value_ready;
assign readyfornew = meta_ready & key_ready & value_ready & ~value_almost_full;
assign vallen = (loadlen==0) ? 0 : loadlen - keylen;
assign vallenx8 = {vallen,3'b000};
assign opcode_i = s_axis_tdata[24 +: 8];
reg inready;
reg force_throw;
reg[31:0] throw_length_left;
assign s_axis_tready = (state!=ST_IDLE) ? ((inready & outready) | force_throw): 0;
always @ (posedge clk)
	if(rst)   
	begin
		state <= ST_IDLE;
		_debug <= 0;
		inready <= 0;
		meta_valid <= 0;
		key_valid <= 0;
		value_valid <= 0;
		value_last <= 0; 
		force_throw <= 0;
	end else begin
		_debug[1:0] <= 0;
		_debug[3:2] <= state;
		if (meta_valid==1 && meta_ready==1) begin
			meta_valid <= 0;
		end
		if (key_valid==1 && key_ready==1) begin
			key_valid <= 0;
			key_last <= 0;
		end
		if (value_valid==1 && value_ready==1) begin
			value_valid <= 0;
			value_last <= 0;
		end
		case (state) 
			ST_IDLE: begin
				if (s_axis_tvalid==1 && readyfornew==1) begin
					opcode <= opcode_i;
					if (opcode_i == OPCODE_PROPOSAL 
						|| opcode_i == OPCODE_SYNCRESP						
						|| opcode_i == OPCODE_WRITEREQ 
						|| opcode_i==OPCODE_FLUSHDATASTORE 
						|| opcode_i == OPCODE_READREQ
						|| opcode_i == OPCODE_UNVERSIONEDWRITE 
						|| opcode_i == OPCODE_UNVERSIONEDDELETE
						|| opcode_i == OPCODE_READCONDITIONAL
					  ) begin
						keylen <= 8'd1;
					end else begin
						keylen <= 8'd0;
					end 
					loadlen <= s_axis_tdata[32+15:32];
					peerid <= s_axis_tdata[16 +: 8];
					net_meta <= s_axis_tdata[512 +: 64];
					userid <= s_axis_tuserid;
					state <= ST_META;				
					inready <= 1;
				end else if (s_axis_tvalid==1) begin
					force_throw <= 1;
					throw_length_left <= s_axis_tdata[32+15:32];
					state <= ST_DROP_FIRST;				
				end
			end
			ST_META: begin
				if (s_axis_tvalid==1) begin  
					state <= ST_META2;
				end
			end
			ST_META2: begin
				if (s_axis_tvalid==1) begin  
					meta_data <= {userid,4'b0000,opcode[3:0],opcode,s_axis_tdata[47:32],s_axis_tdata[31:0],peerid,keylen,vallenx8,net_meta};
					meta_valid <= 1;
					if (keylen==0 && vallen==0) begin
						key_valid <= 1;
						key_last <= 1;
						key_data <= 0;
						state <= ST_IDLE;
					end else begin
						state <= ST_KEY;
					end
				end
			end
			ST_KEY: begin
				if (s_axis_tvalid==1 && s_axis_tready==1) begin
					keylen <= keylen-1;
					if (keylen==1 || s_axis_tlast==1) begin
						if (vallen>0) begin
							state <= ST_VALUE;
							valleft <= vallen-1;
							key_last <= 1;
							partialpos <= 0;
							if (ERRCHECK==1 && s_axis_tlast==1 && keylen>0) begin
								_debug[1:0] <= 3;
							end
						end else begin
							state <= ST_IDLE;
							key_last <= 1;
						end
					end
					key_valid <= 1;
					key_data <= s_axis_tdata[63:0];
				end
			end
			ST_VALUE: begin
				if (s_axis_tvalid==1 && s_axis_tready==1) begin
					valleft <= valleft-1;
					if (valleft==0 || s_axis_tlast==1) begin
						state <= ST_IDLE;						
						value_last <= 1;
						value_valid <= 1;
						inready <= 0;
						if (ERRCHECK==1 && s_axis_tlast==1 && valleft>0) begin
							_debug[1:0] <= 3;
						end						
					end
					value_valid <= 1;
					value_data <= s_axis_tdata;
				end
			end
			ST_DROP_FIRST: begin
				if (s_axis_tvalid==1 && s_axis_tready==1)  begin
					state <= ST_DROP_REST;
				end
			end
			ST_DROP_REST: begin
				if (s_axis_tvalid==1 && s_axis_tready==1) begin
					throw_length_left <= throw_length_left-1;					
				end
				if (s_axis_tvalid==1 && s_axis_tready==1 && throw_length_left==0)  begin
					state <= ST_IDLE;
					inready <= 0;
				end
			end
		endcase
	end
endmodule
File: ./run.sh
#!/bin/bash
# OpenROAD 26Q1-2900-gdf79404cd8, Yosys 0.63+post, stock flow scripts
make -C /OpenROAD-flow-scripts/flow DESIGN_CONFIG=/design/flow/config.mk WORK_HOME=/design/flow/orfs finish
==> impl_metrics.py <==
# Flow results
metrics = {
    "critical_path": {
        "cp-start-kind": "primary input",
        "worstRegToRegCells": 12,
        "worstReg2RegStart": "keylen[0]$_DFFE_PP_",
        "arrival_ns": 12.96,
        "crit_fanout": 4,
        "worstSetupPathType": "primary input to primary output",
        "endpoint_kind": "primary output",
        "reg2reg_to": "key_data[24]$_SDFFCE_PN0P_",
        "crit_required_ns": 44.00,
        "ff2ff_setup_slack_ns": 49.89,
    },
    "global_routing": {
        "antenna_found_initial": 155,
        "grt_pass1_wl_um": 243000,
        "grt_max_degree": 66,
        "grt-ovfl-total": 0,
        "grt_use_total_pct": 14.1,
        "grt_pass1_vias": 20607,
    },
    "die": {
        "rows": 186,
        "ios": 1352,
        "die_w_um": 527,
        "die_area_um2": 278000,
        "floorplan.core_util_pct": 11.8,
        "core_um2": 256000,
        "die_height_um": 527,
    },
    "yosys": {
        "synthArstFlopShare_pct": 0,
        "yosysMostFrequentCell": "edfxtp_1",
        "synth.avg_cell_area_um2": 20.5,
        "synth_seq_share_pct": 88.4,
        "edf_count": 884,
        "top_area_cell": "edfxtp_1",
        "syn_area_um2": 30300,
        "ys.flop_type": "edfxtp_1",
        "synthCells": 1479,
        "synthDistinctLibCells": 70,
        "area_leaders": "edfxtp_1, and2_1, nor2_1",
        "numSynthFlops": 896,
        "synth_top_area_share_pct": 87.6,
        "common_cells": "edfxtp_1, nor2_1, and2_1",
        "ys_cells": 1479,
        "yosys_warnings": 17,
        "yosysChipArea_um2": 30300,
    },
    "layout": {
        "area_growth_pct": 69.9,
        "postLayoutCellArea_um2": 51400,
        "fin_util_pct": 20.1,
        "drive_gt1_share_pct": 7.04,
    },
    "timing": {
        "fin_crit_ns": 23.96,
        "finalHoldViolations": 0,
        "clock.fmax_mhz": 41.7,
        "skew_ns": 0.0488,
        "tightest_slew_ns": 0.862,
        "timing.slew.headroom_pct": 42.5,
        "slew_viol_final": 0,
        "setup_viol": 0,
        "rsz0062_at_grt": "false",
        "finalClockPeriodUsage_pct": 43.6,
        "tns_ns": 0,
    },
    "clock_network": {
        "cts-root-buf": "clkbuf_16",
        "cts_tree": "built",
        "htree_levels": 3,
        "ctsResizeCount": 0,
        "cts_max_path_buffers": 3,
        "cts_buffers": 104,
        "cts.sinks": 896,
        "clk_pin_slew_ns": 0.05,
        "postCtsHoldBufs": 0,
        "cts_setup_buffers": 0,
        "worstSkewPairLatency_ns": 0.73,
    },
    "placed_design": {
        "hpwl_um": 172000,
        "gp_congestion": 0.971,
        "portBuffers": 1328,
        "post_dp_cell_area_um2": 47900,
    },
    "routing": {
        "wl_per_cell_um": 30.7,
        "ant_nets": 0,
        "drc": 0,
        "vias_per_cell": 3.14,
        "via_count": 20162,
        "drt-pass1-iter-count": 5,
        "drt_iter0_markers": 1152,
        "totalWireLength_um": 198000,
    },
    "job": {
        "warnings": 26,
        "cap_viol_max_count": 0,
    },
    "pwr": {
        "peakVddDrop_mv": 0.0240,
        "power.density_nw_per_um2": 30.4,
        "p_total_mw": 1.56,
        "power.leakage_nw": 16.4,
    },
    "run_status": {
        "status": "finished clean",
    },
    "hold_path": {
        "holdPathEnd": "meta_data[34]$_DFFE_PP_",
        "worstHoldPathCells": 0,
        "hold_path.class": "flip-flop to flip-flop",
        "worstHoldStart": "net_meta[34]$_DFFE_PP_",
    },
}
==> cell type report <==
type                       count  area [um^2]
antenna                       49          123
inverter                      19         71.3
timing repair buffer        1366        13600
tap                         3384         4230
clock inverter                63          759
clock buffer                 125         2680
multi-input combinational    529         3220
sequential                   896        26800
fill                       26958       205000
==> cell families (layout without fill, tap and decap cells) <==
group	Yosys count	after routing	share of synthesized area, %
multiplexers	6	6	0.235
adder cells (fa/ha/maj)	13	13	0.562
buffers and inverters	76	1573	1.34
AND-OR/OR-AND	137	137	2.88
other	1	72	0.0124
AND/OR/NAND/NOR	307	307	5.28
XOR/XNOR	43	43	1.24
flip-flops	896	896	88.4
==> power breakdown <==
part | switching (mW) | internal (mW) | leakage [nW]
clock network | 0.304 | 0.408 | 1.66
logic | 0.0366 | 0.0514 | 6.75
registers | 0.00484 | 0.758 | 7.95
==> placed cells by master (no fill, tap or decap), types with 4 or more instances in the layout <==
master | netlist | final
nor4_1 | 13 | 12
diode_2 | 0 | 49
clkinv_1 | 0 | 13
a211oi_1 | 4 | 4
clkbuf_16 | 0 | 104
nand2b_1 | 7 | 6
and2_1 | 66 | 66
clkbuf_1 | 23 | 21
conb_1 | 1 | 23
nand2_1 | 51 | 51
a21oi_1 | 34 | 34
clkdlybuf4s50_1 | 0 | 1328
xnor2_1 | 30 | 30
a31oi_1 | 4 | 4
clkinvlp_4 | 0 | 4
edfxtp_1 | 884 | 884
inv_6 | 0 | 14
ha_1 | 12 | 12
inv_1 | 19 | 19
nand3_1 | 13 | 13
nor3_1 | 29 | 29
nor2_1 | 75 | 74
nor2b_1 | 6 | 6
or4_1 | 5 | 5
dfxtp_1 | 12 | 12
clkinv_4 | 0 | 7
a21o_1 | 10 | 10
o21ai_0 | 40 | 40
or3_1 | 10 | 10
buf_4 | 28 | 38
bufinv_16 | 0 | 12
clkinv_2 | 0 | 9
nand4_1 | 6 | 6
xor2_1 | 13 | 13
o31ai_1 | 11 | 11
or2_2 | 5 | 5
==> worst max path at each step <==
stage	endpoint	from	slack, ns	depth (start not counted)
final	s_axis_tready	value_ready	31.04	4
after global routing	s_axis_tready	value_ready	30.99	4
after CTS	s_axis_tready	value_ready	31.02	4
==> sequential cells by signal (all words and copies together), names as in the netlist, 8 cells and up <==
name,cells
valleft,16
value_data,512
opcode,8
peerid,8
keylen,8
loadlen,16
key_data,64
net_meta,64
meta_data,152
throw_length_left,32
==> critical path, stage by stage <==
cell and delay [ns]:
clkdlybuf4s50_1 0.84, a41oi_1 0.29, nor2_1 0.27, clkdlybuf4s50_1 0.53
==> per-layer routing <==
| metal | vias to the layer above | track usage (%) | share of wire, % |
|---|---|---|---|
| met2 | 1273 | 24.5 | 51 |
| met4 | 140 | 3.93 | 3.8 |
| met3 | 388 | 9.26 | 14 |
| met1 | 9696 | 13.6 | 30 |
| met5 | - | 0 | 0.46 |
| li1 | 8665 | - | - |
==> metrics by stage <==
stage | hold slack [ns] | instances | worst slack (ns)
global route | 0.422 | 6403 | 30.99
finish | 0.416 | 6431 | 31.04
floorplan | 0.400 | 1501 | 14.19
global placement | 0.402 | 6194 | 31.03
CTS | 0.418 | 6382 | 31.02
detailed placement | 0.405 | 6194 | 31.05
Power is estimated from default activity; no workload was simulated.
