--- config.mk ---
export PLATFORM = sky130hd
export DESIGN_NAME = muu_Value_Get512
export DESIGN_NICKNAME = muu_Value_Get512
export VERILOG_FILES = /design/flow/design.v
export SDC_FILE = /design/flow/constraint.sdc
export NUM_CORES = 4
export LEC_CHECK = 1
export CORE_AREA = 10 10 743 743
export DIE_AREA = 0 0 753 753
--- constraint.sdc ---
current_design muu_Value_Get512

set clk_period 64.5
set clk_io_pct 0.2

create_clock -name clk0 -period $clk_period [get_ports {clk}]

set non_clock_inputs [all_inputs -no_clocks]
set_input_delay [expr $clk_period * $clk_io_pct] -clock clk0 $non_clock_inputs
set_output_delay [expr $clk_period * $clk_io_pct] -clock clk0 [all_outputs]
--- run.sh ---
#!/bin/bash
# OpenROAD 26Q1-2900-gdf79404cd8, Yosys 0.63+post, stock flow scripts
make -C /OpenROAD-flow-scripts/flow DESIGN_CONFIG=/design/flow/config.mk WORK_HOME=/design/flow/orfs finish
--- design.v ---
module muu_Value_Get512 #(
	parameter KEY_WIDTH = 128,
	parameter HEADER_WIDTH = 42,  
	parameter META_WIDTH = 96,
	parameter MEMORY_WIDTH = 512,
	parameter SUPPORT_SCANS = 0, 
	parameter USER_BITS = 3,
	parameter MAX_WORDS_IN_PACKET = 1152/64  
	)
    (
	input wire         clk,
	input wire         rst,
	input  wire [KEY_WIDTH+HEADER_WIDTH+META_WIDTH-1:0] input_data,
	input  wire         input_valid,
	output reg         input_ready,
	input  wire        cond_drop,
	input  wire        cond_valid,
	output reg         cond_ready,
	input  wire [MEMORY_WIDTH-1:0] value_data,
	input  wire         value_valid,
	output wire         value_ready,
	input  wire [MEMORY_WIDTH-1:0] repl_in_data,
	input  wire         repl_in_valid,
	output wire         repl_in_ready,
	output wire [META_WIDTH+512-1:0] output_data,
	output wire [7:0] 		output_user,
	output reg         output_valid,
	output reg 			output_last,
	input  wire         output_ready,
	input wire 			scan_mode,
	input wire[31:0] malloc_stat_data
);
localparam [7:0]
	OPCODE_SETUPPEER  = 17,
	OPCODE_ADDPEER    = 18,
	OPCODE_REMOVEPEER = 19,
	OPCODE_SETLEADER  = 20,
	OPCODE_SETCOMMITCNT  = 25,
	OPCODE_SETSILENCECNT = 26,
	OPCODE_SETHTSIZE     = 27,
	OPCODE_TOGGLEDEAD = 28,
	OPCODE_SYNCDRAM = 29,
	OPCODE_READREQ    = 0,
	OPCODE_WRITEREQ   = 1,
	OPCODE_PROPOSAL   = 2,
	OPCODE_ACKPROPOSE = 3,
	OPCODE_COMMIT     = 4,
	OPCODE_SYNCREQ    = 5,
	OPCODE_SYNCRESP   = 6,
	OPCODE_SYNCCOMMIT = 7,
	OPCODE_UNVERSIONEDWRITE = 31,		
	OPCODE_UNVERSIONEDDELETE = 47,
	OPCODE_READCONDITIONAL = 64,
    OPCODE_FLUSHDATASTORE = 255,
	OPCODE_DELWRITEREQ   = 32 + 1,
	OPCODE_DELPROPOSAL   = 32 + 2,
	OPCODE_DELACKPROPOSE = 32 + 3,
	OPCODE_CUREPOCH   = 8,
	OPCODE_NEWEPOCH   = 9,
	OPCODE_ACKEPOCH   = 10,
	OPCODE_SYNCLEADER = 11;
localparam [3:0] 
	HTOP_IGNORE = 0,
	HTOP_GET = 1,
	HTOP_SETNEXT = 2,
	HTOP_DELCUR = 3,	
	HTOP_FLIPPOINT = 4,
	HTOP_SETCUR = 5,
	HTOP_GETRAW = 6,
	HTOP_IGNOREPROP = 7,
	HTOP_GETCOND = 8,
	HTOP_FLUSH = 4'hF,  
	HTOP_PRE_INCR = 13,  
	HTOP_PRE_DECR = 14,  
	HTOP_SCAN = 9,
	HTOP_SCANCOND = 10;
localparam [3:0]
	ST_IDLE   = 0,
	ST_HEADER = 1,	
	ST_KEY = 2,
	ST_VALUE = 3,
	ST_KEY_RRAW = 5,
	ST_KEY_REPL = 6,
	ST_VALUE_REPL = 7,
	ST_DROP = 4,
	ST_NO_HEADER = 8;
reg [3:0] state;
reg [3:0] prev_state;
reg [9:0] toread;
reg hasvalue;
reg [META_WIDTH-1:0] meta_data;
reg [KEY_WIDTH-1:0] key_data;
reg [511:0] output_word;
reg [31:0] output_zxid;
reg [31:0] output_epoch;
reg [7:0] out_userid;
reg flush;
reg dropit;
reg scanning;
reg[9:0] words_since_last;
reg must_last;
reg first_value_word;
wire is_forme;
wire is_write;
wire send_answer;
assign value_ready = (state==ST_VALUE) ? output_ready : ( state==ST_DROP ? flush : 0); 
assign repl_in_ready = (state==ST_VALUE_REPL) ? output_ready : 0;
assign output_data = {meta_data,output_word};
wire[3:0] htopcode;
assign htopcode = input_data[KEY_WIDTH+152 +: 4];
wire[7:0] repopcode;
assign repopcode = input_data[KEY_WIDTH+144 +: 8];
assign is_write = (htopcode==HTOP_SETCUR || htopcode==HTOP_SETNEXT || htopcode==HTOP_FLIPPOINT) ? 1:0;
assign is_forme = (htopcode==HTOP_IGNORE || htopcode==HTOP_FLUSH || htopcode==HTOP_GETRAW ) ? 0:1;
assign send_answer = ((htopcode==HTOP_SETNEXT && repopcode==OPCODE_PROPOSAL) || (htopcode==HTOP_FLIPPOINT && repopcode==8'h80)) ? 0:1;
reg [KEY_WIDTH+HEADER_WIDTH+META_WIDTH-1:0] lastInputForSet [2**USER_BITS-1:0] ;
reg sendAnswerReg;
wire[USER_BITS-1:0] current_userid;
assign current_userid = input_data[KEY_WIDTH+META_WIDTH-1 : KEY_WIDTH+META_WIDTH-USER_BITS];
assign output_user = out_userid;
always @(posedge clk) begin
	if (rst) begin
		output_valid <= 0;				
		output_last <= 0;
		input_ready <= 0;
		flush <= 0;
		dropit <= 0;
		cond_ready <= 0;
		scanning <= 0;
		state <= ST_IDLE;
		words_since_last <= 0;
		must_last <= 0;
		prev_state <= 0;
		sendAnswerReg <= 0;
	end
	else begin
		prev_state <= state;
		cond_ready <= 0;
		if (output_valid==1 && output_ready==1) begin
			output_valid <= 0;
			output_last <= 0;
		end		
        if (output_last==1 && output_valid==1 && output_ready==1) begin
            words_since_last <= 1;
            must_last <= 0;
        end else if (output_valid==1 && output_ready==1) begin
            words_since_last <= words_since_last+1;		
            if (words_since_last>=MAX_WORDS_IN_PACKET) begin
            	must_last <= 1;
        	end else begin
            	must_last <= 0;
        	end
        end
        if (SUPPORT_SCANS==1) begin
			if  (scanning==1 && scan_mode==0 && (output_valid!=1 || output_last!=1)) begin
				output_valid <= 1;
				output_last <= 1;
				must_last <= 1;
				words_since_last <= 128;
				output_word <= 512'h00000000FEEBDAED;
			end
		end		
		input_ready <= 0;
		case (state)
			ST_IDLE: begin
				flush <= 0;
				dropit <= 0;
				scanning <= scan_mode;
				if (flush==0 && input_valid==1) begin
					sendAnswerReg <= send_answer;
					out_userid <= {{8-USER_BITS{1'b0}},current_userid};
					if (is_write==1 && is_forme==1) begin
						output_valid <= send_answer;	
						hasvalue <= 0;
						state <= send_answer ? ST_HEADER : ST_NO_HEADER;
						meta_data <= input_data[KEY_WIDTH +: META_WIDTH];
						key_data <= input_data[KEY_WIDTH-1:0];
						input_ready <= 1;
						if (input_data[KEY_WIDTH+META_WIDTH +: 30]==0) begin
							output_word[63:0] <= {32'h0, input_data[KEY_WIDTH+144 +:8],input_data[KEY_WIDTH+88 +:8], 16'hffff};
							output_word[511:64] <= 0; 
						end else begin
							output_word[63:0] <= {32'h0, input_data[KEY_WIDTH+144 +:8],input_data[KEY_WIDTH+88 +:8], 16'hffff};
							output_word[511:64] <= 0;
						end							
						if (input_data[KEY_WIDTH+88 +: 8]!=0) begin 
							lastInputForSet[current_userid] <= input_data;							
						end else begin
							lastInputForSet[current_userid] <= 0;
						end
					end 
					else if (htopcode==HTOP_FLUSH) begin
						output_valid <= 1;		
						hasvalue <= 0;
						state <= ST_HEADER;
						meta_data <= input_data[KEY_WIDTH +: META_WIDTH];
						key_data <= input_data[KEY_WIDTH-1:0];
						input_ready <= 1;
						output_word[63:0] <= {32'h0, 32'h0, 16'h1, 16'hffff};
						output_word[511:64] <= 0;
					end 
					else if (htopcode==HTOP_GET) begin
						output_valid <= 1;		
						hasvalue <= input_data[KEY_WIDTH+META_WIDTH+32 +: 10]==0 ? 0 : 1;
						toread <= input_data[KEY_WIDTH+META_WIDTH+32 +: 10];
						state <= ST_HEADER;
						meta_data <= input_data[KEY_WIDTH +: META_WIDTH];
						key_data <= input_data[KEY_WIDTH-1:0];
						input_ready <= 1;
						output_word[63:0] <= {22'h0, (input_data[KEY_WIDTH+META_WIDTH+32 +: 10]/8), input_data[KEY_WIDTH+144 +: 8] , input_data[KEY_WIDTH+88 +: 8], 16'hffff};							
						output_word[511:64] <= 0;
					end
					else if (htopcode==HTOP_GETRAW && (repopcode==OPCODE_PROPOSAL || repopcode==OPCODE_SYNCRESP)) begin
						output_valid <= 1;		
						hasvalue <= input_data[KEY_WIDTH+META_WIDTH+32 +: 10]==0 ? 0 : 1;
						toread <= input_data[KEY_WIDTH+META_WIDTH+32 +: 10];
						state <= ST_HEADER;
						meta_data <= input_data[KEY_WIDTH +: META_WIDTH];
						key_data <= input_data[KEY_WIDTH-1:0];
						input_ready <= 1;
						output_word[63:0] <= {22'h0, ((input_data[KEY_WIDTH+META_WIDTH+32 +: 10]/8)+1), input_data[KEY_WIDTH+144 +: 8] , input_data[KEY_WIDTH+88 +: 8], 16'hffff};							
						output_word[511:64] <= 0;
					end
					else if (htopcode==HTOP_IGNORE && repopcode==OPCODE_PROPOSAL) begin
						output_valid <= 1;		
						hasvalue <= lastInputForSet[current_userid][KEY_WIDTH+META_WIDTH+32 +: 10]==0 ? 0 : 1;
						toread <= lastInputForSet[current_userid][KEY_WIDTH+META_WIDTH+32 +: 10];
						state <= ST_HEADER;
						meta_data <= input_data[KEY_WIDTH +: META_WIDTH];
						key_data <= input_data[KEY_WIDTH-1:0];
						input_ready <= 1;
						output_word[63:0] <= {22'h0, ((lastInputForSet[current_userid][KEY_WIDTH+META_WIDTH+32 +: 10]/8)+1), input_data[KEY_WIDTH+144 +: 8] , input_data[KEY_WIDTH+88 +: 8], 16'hffff};							
						output_word[511:64] <= 0;
					end
					else if (htopcode==HTOP_IGNORE && repopcode==OPCODE_COMMIT) begin
						output_valid <= 1;		
						hasvalue <= input_data[KEY_WIDTH+META_WIDTH+32 +: 10]==0 ? 0 : 1;
						toread <= input_data[KEY_WIDTH+META_WIDTH+32 +: 10];
						state <= ST_HEADER;
						meta_data <= input_data[KEY_WIDTH +: META_WIDTH];
						key_data <= input_data[KEY_WIDTH-1:0];
						input_ready <= 1;
						output_word[63:0] <= {22'h0, (input_data[KEY_WIDTH+META_WIDTH+32 +: 10]/8), input_data[KEY_WIDTH+144 +: 8] , input_data[KEY_WIDTH+88 +: 8], 16'hffff};
						output_word[511:64] <= 0;
					end
					else if (htopcode==HTOP_GETCOND) begin
						if (cond_valid==1 || input_data[KEY_WIDTH+META_WIDTH+32 +: 10]==0) begin
							output_valid <= 1;		
							hasvalue <= input_data[KEY_WIDTH+META_WIDTH+32 +: 10]==0 ? 0 : 1;
							toread <= input_data[KEY_WIDTH+META_WIDTH+32 +: 10];
							state <= ST_HEADER;
							meta_data <= input_data[KEY_WIDTH +: META_WIDTH];
							key_data <= input_data[KEY_WIDTH-1:0];
							input_ready <= 1;
							output_word[63:0] <= {22'h0, (input_data[KEY_WIDTH+META_WIDTH+32 +: 10]/8), input_data[KEY_WIDTH+144 +: 8] , input_data[KEY_WIDTH+88 +: 8], 16'hffff};							
							output_word[511:64] <= 0;
							dropit <= cond_drop;
							if (cond_drop==1) begin
								output_word[32 +: 10] <= 0;							
							end
						end
					end
					else if (input_valid==1) begin
						output_valid <= 1;		
						hasvalue <= 0;
						state <= ST_HEADER;
						meta_data <= input_data[KEY_WIDTH +: META_WIDTH];
						key_data <= input_data[KEY_WIDTH-1:0];
						input_ready <= 1;
						output_word[63:0] <= {32'h0, 32'h0, 16'h0, 16'hffff};
						output_word[511:64] <= 0;
					end
				end 
			end
			ST_HEADER: begin
				if (output_ready==1 && (hasvalue==0 || cond_valid==1 || is_forme==0)) begin
					if (htopcode!=HTOP_GETRAW) begin 
						cond_ready <= hasvalue & is_forme;
					end else begin
						cond_ready <= hasvalue;
					end
					output_valid <= 1;
					output_word[63:0] <= {16'h0, meta_data[128 +: 16], meta_data[96 +: 32]};  
					output_word[511:64] <= 0;
					first_value_word <= 1;
					if (hasvalue==1 && toread>0 && dropit==0) begin
						if (is_forme==1) begin
							state <= ST_VALUE;	
						end else begin
							if (htopcode!=HTOP_GETRAW) begin 
								state <= ST_KEY_REPL;					
							end else begin
								state <= ST_KEY_RRAW;					
							end
						end
					end else if (hasvalue==1 && toread>0 && dropit==1) begin							
						state <= ST_DROP;						
						flush <= 1;
						output_last <= (SUPPORT_SCANS==1 && scanning==1) ? must_last : 1;	
						if (must_last==1) begin
							must_last<= 0;
						end;											
					end else begin
						output_last <= (SUPPORT_SCANS==1 && scanning==1) ? must_last : 1;
						state <= ST_IDLE;
						if (must_last==1) begin
							must_last<= 0;
						end;
					end
				end
			end
			ST_NO_HEADER: begin
				if (output_ready==1) begin
					output_valid <= sendAnswerReg;
					output_word[63:0] <= {16'h0, meta_data[128 +: 16], meta_data[96 +: 32]};  
					output_word[511:64] <= 0;
					first_value_word <= 1;
					output_last <= sendAnswerReg;
					state <= ST_IDLE;										
				end
			end
			ST_VALUE: begin
				if (output_ready==1 && value_valid==1) begin
					first_value_word <= 0;
					toread <= toread-8;
					output_valid <= 1;
					output_word <= value_data;
					output_last <= must_last;
					if (toread<=8) begin						
						state <= ST_IDLE;	
						output_last <= (SUPPORT_SCANS==1 && scanning==1) ? must_last : 1;
					end
					if (must_last==1) begin
							must_last<= 0;
						end;
				end
			end
			ST_KEY_RRAW: begin
				if (output_ready==1 && value_valid==1) begin
					output_valid <= 1;
					output_word[63:0] <= key_data;
					output_word[511:64] <= 0;
					state <= ST_VALUE;
				end
			end					
			ST_KEY_REPL: begin
				if (output_ready==1 && repl_in_valid==1) begin
					output_valid <= 1;
					output_word[63:0] <= key_data;
					output_word[511:64] <= 0;
					state <= ST_VALUE_REPL;
				end
			end					
			ST_VALUE_REPL: begin
				if (output_ready==1 && repl_in_valid==1) begin
					toread <= toread-8;					
					first_value_word <= 0;
					output_valid <= 1;
					output_word <= repl_in_data;
					output_last <= must_last;
					if (toread<=8) begin						
						state <= ST_IDLE;	
						output_last <= 1;
						if (toread<8) begin
							flush <= 1;
						end
					end
					if (must_last==1) begin
							must_last<= 0;
						end;
				end
			end			
			ST_DROP: begin
				if (value_valid==1 && value_ready==1) begin
					toread <= toread-8;
					first_value_word <= 0;
					if (toread<=8) begin
						flush <= 0;
						state <= ST_IDLE;
					end
				end
			end
		endcase
	end
end
endmodule
==> flow_metrics.py <==
# Auto-generated metrics
metrics = {
    "drt": {
        "final_antenna_net_count": 0,
        "drc": 0,
        "wl_per_cell_um": 33.9,
        "vias": 23957,
        "wl_met1_um": 133000,
        "wl_met2_um": 147000,
        "highest_layer": "met5",
        "wl_met3_um": 56200,
        "viasPerCell": 2.28,
        "dr.pass1.iters": 5,
        "drtIter0Drc": 1551,
        "routed_wl_um": 357000,
    },
    "synthesis": {
        "synth_cell_type_count": 46,
        "ys_area_um2": 24700,
        "synth_cells": 1416,
        "async_flop_share_pct": 0,
        "synth-edff-count": 618,
        "flop_cell": "edfxtp_1",
        "ys.flops": 638,
        "synth_area_um2": 24700,
        "ys_seq_share_pct": 76.6,
        "synth.avg_cell_area_um2": 17.5,
        "ys_cells": 1416,
        "yosysWarnings": 14,
    },
    "timing": {
        "slew_headroom_pct": 24.5,
        "finalSetupTns_ns": 0,
        "final.setup_skew_ns": 0.0514,
        "hold_violations": 0,
        "min_period_ns": 27.50,
        "hold_slack_ns": 0.519,
        "finalMaxSlewViolations": 0,
        "rsz0062_at_grt": "no",
        "worst_slew_pin_slew_ns": 1.13,
        "clock.fmax_mhz": 36.4,
        "finalCritPeriodShare_pct": 42.6,
        "setup_viol": 0,
    },
    "setup_path": {
        "end_kind": "primary output",
        "cp_slowest_cell": "clkdlybuf4s50_1",
        "slowest_delay_ns": 0.72,
        "worstPathRequired_ns": 51.60,
        "cp_cell_sequence": "clkdlybuf4s50_1 -> buf_4 -> nand2_1 -> nand2_1 -> clkdlybuf4s50_1",
        "critPathArrivalTime_ns": 14.60,
        "critPathKind": "primary input to primary output",
        "cp-start-kind": "primary input",
        "path_max_fanout": 14,
        "path_buffers": 3,
        "critical_path.top_delay_family": "buffers and inverters",
    },
    "grt": {
        "grt-ovfl-total": 0,
        "antenna_found_initial": 491,
        "grt_first_pass_wirelength_um": 408000,
        "grt_max_degree": 133,
        "grt_pass1_vias": 23092,
        "grt_usage_pct": 12.4,
    },
    "clocking": {
        "cts.reportedPaths.clkPinSlew_ns": 0.05,
        "numCtsBuffers": 88,
        "clock_latency_ns": 0.83,
        "h-tree-depth": 3,
        "ctsResizeCount": 0,
        "cts_sinks": 638,
        "ctsHoldBuffers": 0,
        "cts_tree": "built",
        "cts_root_buf": "clkbuf_16",
        "cts_buffer_depth": 4,
        "cts_setup_buffers": 0,
    },
    "place": {
        "dp_hpwl_um": 327000,
        "port_buffers": 1741,
        "place_congestion": 0.967,
    },
    "floorplan": {
        "die_y_um": 753,
        "die_area_um2": 567000,
        "die_w_um": 753,
        "fp_util_pct": 4.62,
        "rows": 269,
        "core_um2": 536000,
        "ios": 1953,
    },
    "finish": {
        "fill_cells": 61150,
        "area_growth_syn_to_layout_pct": 119,
        "drive_above_1_share_pct": 5.37,
    },
    "min_path": {
        "hold_path.class": "register to register",
    },
    "flow_run": {
        "max_cap_violations": 0,
        "openroad.warnings": 242,
    },
    "status": {
        "status": "finished clean",
    },
    "power_and_ir_drop": {
        "p_per_area_nw_per_um2": 20.8,
        "p_leak_nw": 16.2,
        "total_power_mw": 1.12,
        "ir_worst_vdd_mv": 0.0203,
    },
}
==> Yosys cell counts, types with 2 or more instances <==
| cell type | count | area (um2) |
|---|---|---|
| inv_1 | 10 | 37.5 |
| or3_1 | 2 | 12.5 |
| o21ai_1 | 3 | 15.0 |
| nand3_1 | 2 | 10.0 |
| buf_4 | 6 | 45.0 |
| buf_2 | 9 | 45.0 |
| a211oi_1 | 2 | 15.0 |
| a22oi_1 | 17 | 128 |
| ha_1 | 3 | 37.5 |
| o31ai_1 | 3 | 22.5 |
| xor2_1 | 8 | 70.1 |
| nand2_1 | 28 | 105 |
| edfxtp_1 | 618 | 18600 |
| nand4_1 | 3 | 18.8 |
| nand2b_1 | 2 | 12.5 |
| dfxtp_1 | 20 | 400 |
| nor2b_1 | 2 | 12.5 |
| and2_1 | 2 | 12.5 |
| nand3b_1 | 2 | 15.0 |
| a31oi_1 | 2 | 12.5 |
| nor3_1 | 10 | 50.1 |
| and4_1 | 2 | 17.5 |
| a21oi_1 | 6 | 30.0 |
| clkbuf_1 | 104 | 390 |
| xnor2_1 | 4 | 35.0 |
| a22o_1 | 497 | 4350 |
| buf_1 | 10 | 37.5 |
| nor2_1 | 21 | 78.8 |
==> layout make-up <==
class                           instances  area [um2]  share of cell area (%)
Clock inverter                         51         529                   0.978
Multi-Input combinational cell        642        5260                    9.73
Tap cell                             7181        8980                    16.6
Clock buffer                          103        2280                    4.21
Inverter                               11        41.3                  0.0763
Antenna cell                          114         285                   0.527
Timing Repair Buffer                 1778       17700                    32.8
Sequential cell                       638       19000                    35.1
==> report_power, final <==
group          switching [mW]  internal, mW
Combinational          0.0519        0.0890
Sequential            0.00598         0.475
Clock                   0.216         0.286
==> tightest hold or removal path: cells and delay by family (launching register included) <==
kind	cells	cell delay, ns
simple gates	2	0.15
flops	1	0.32
==> layout by cell type (no fill, tap or decap), types with 3 or more instances in the layout <==
cell type and count:
buf_4 34, clkbuf_16 89, conb_1 6, nand4_1 3
xor2_1 8, nor2_1 20, nand2_1 28, a21oi_1 6
clkdlybuf4s50_1 1741, bufinv_16 8, xnor2_1 4, dfxtp_1 18
o31ai_1 3, clkinv_2 9, o21ai_1 3, a22oi_1 17
clkinv_1 12, diode_2 114, buf_12 3, clkinvlp_4 8
inv_1 10, ha_1 3, a22o_1 497, clkbuf_1 14
edfxtp_1 618, inv_6 9, nor3_1 10
==> final timing paths <==
path         cells past startpoint  slack (ns)                to    startpoint
min reg2reg                      2        0.52         must_last     must_last
max reg2reg                      8       59.62  output_word[260]      state[4]
min                              2        0.52         must_last     must_last
max                              5       37.00       value_ready  output_ready
==> metrics by stage <==
step	std cells	setup slack (ns)	instance area, um2	util, %
floorplan	1421	19.44	24800	-
detailed placement	10250	36.92	51000	9.51
global route	10437	36.85	53900	10.1
CTS	10404	36.92	53800	10.0
finish	10518	37.00	54100	10.1
global placement	10250	36.92	51000	9.51
==> state kept, by name (all words and copies together) (netlist names) <==
register and cells:
flush 1, toread 7, state 5, output_last 1, output_word 512, must_last 1, output_valid 1, words_since_last 10
out_userid 3, input_ready 1, meta_data 96
==> routing by layer <==
layer / track usage (%) / vias to the layer above
li1: - / 9574
met1: 14.1 / 11002
met2: 18.0 / 2186
met3: 9.01 / 963
met4: 4.27 / 232
met5: 0.0250 / -
==> cells by family (layout without fill, tap and decap cells) <==
| group | Yosys count | in the layout | synth area share, % |
|---|---|---|---|
| compound gates | 541 | 541 | 19.0 |
| xor+xnor | 12 | 12 | 0.425 |
| fa+ha+maj | 3 | 3 | 0.152 |
| buf+inv | 141 | 1943 | 2.31 |
| flops | 638 | 638 | 76.6 |
| other cells | 1 | 120 | 0.0152 |
| simple gates | 80 | 80 | 1.53 |
